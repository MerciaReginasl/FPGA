**flow/config.mk**
```make
export PLATFORM = sky130hd
export DESIGN_NAME = cont
export DESIGN_NICKNAME = cont
export VERILOG_FILES = /design/flow/design.v
export SDC_FILE = /design/flow/constraint.sdc
export NUM_CORES = 4
export LEC_CHECK = 1
export CORE_AREA = 10 10 70 70
export DIE_AREA = 0 0 80 80
```
**flow/constraint.sdc**
```tcl
current_design cont

set clk_period 1.6
set clk_io_pct 0.2

create_clock -name clk0 -period $clk_period [get_ports {ck}]

set non_clock_inputs [all_inputs -no_clocks]
set_input_delay [expr $clk_period * $clk_io_pct] -clock clk0 $non_clock_inputs
set_output_delay [expr $clk_period * $clk_io_pct] -clock clk0 [all_outputs]
```
**flow/design.v**
```verilog
module cont(ck,reset,out,updown,data,count);
  input ck,reset,updown,out;
  input [3:0] data;
  output reg [3:0] count;
  always@(posedge ck) 
  begin
    if(reset)	 
      count <= 0;
    else if(updown)	 
      count <= data;
    else if(out)		 
      count <= count + 1;
    else			 
      count <= count - 1;
  end
endmodule 
```
**flow/run.sh**
```bash
#!/bin/bash
# OpenROAD 26Q1-2900-gdf79404cd8, Yosys 0.63+post, stock flow scripts
make -C /OpenROAD-flow-scripts/flow DESIGN_CONFIG=/design/flow/config.mk WORK_HOME=/design/flow/orfs finish
```
==> flow_results.org <==
* Implementation run

** Outcome
- Result of the run :: complete, no violations

** Logic synthesis
- In this run the cell area of the synthesized design comes to between 200 and 250 sq um.
- The cell type that accounts for the most area after synthesis is sky130_fd_sc_hd__dfxtp_1.
- Synthesized instance count :: 25
- The synthesized netlist has a Yosys-reported chip area of around 250 sq um.
- Yosys attributes the largest share of cell area to sky130_fd_sc_hd__dfxtp_1 (33%), sky130_fd_sc_hd__ha_1 (10%), sky130_fd_sc_hd__fa_1 (8.2%).
- Largest type area fraction :: around a third
- Synthesis inferred 4 register bits.
- Mapped Avg Cell Area :: 9.81 sq um
- Yosys Warn Count :: 1
- Seq/Total Area, Yosys :: 32.7%
- Number of distinct library cell variants in the gate-level netlist after synthesis :: 15
- The synthesized netlist was found by Yosys to have 25 cells.

** Floorplan
- Before placement the cells fill 7.18% of the core.
- Core area :: approximately 0.0034 sq mm
- Number of ports placed on the die boundary :: 12
- Cell row count :: 21
- After floorplanning, the die was sized to cover 0.00640 sq mm.
- Overall die height :: 80 microns
- In this run the horizontal extent of the chip is approximately 80 microns.

** Critical path
- The timing report notes that buffer and inverter cells on the critical path total 1.
- Slowest stage cell, crit path :: sky130_fd_sc_hd__clkdlybuf4s50_1
- Startpoint of the worst setup timing path :: count[0]$_SDFF_PP0_
- Worst-path maximum fanout :: 4
- For reference, the critical path cell chain is clkdlybuf4s50_1.
- Worst Setup End Kind :: output pin
- Required time of the critical path :: 1.28 ns
- Per the timing report, the most critical flop-to-flop path originates at count[2]$_SDFF_PP0_.
- Startpoint class of the critical path :: flip-flop
- Among all stages on the critical path, the maximum delay recorded is 0.50 ns.
- Depth of the critical timing path with buffers and inverters included :: 1
- In this run the critical register-to-register path is captured at count[3]$_SDFF_PP0_.
- Cell count of the worst reg-to-reg path :: 4
- The OpenROAD report gives the critical path a data arrival time of 1.13 ns.
- Category of the critical setup timing path :: reg -> out
- Broken down by cell family, the worst path's largest delay share belongs to buffers and inverters.
- The worst-case reg-to-reg setup slack stands at 0.33 ns.
- End of the critical path :: count[0]

** Placement
- Final GP Congestion :: ~0.76
- Area of placed instances :: 409 sq um
- Per the post-place timing report, worst setup slack is -0.309 ns.
- DP Wirelength :: 598 microns
- Port buffer count :: 11

** CTS
- In this run, CTS created clock tree buffers numbering 3.
- Counting along the longest clock path gives a buffer depth of 2.
- CTS built an H-tree with a depth of 1.
- The number of clock sinks came to 4.
- Looking at the post-CTS report, the setup buffer insertion count equals 0.
- Per the skew report, the later register of the worst-skew pair sees a clock latency of around 0.23 ns.
- CTS tree :: done
- After clock tree synthesis, the flow added hold-fix buffers numbering 0.
- The tree is rooted in a sky130_fd_sc_hd__clkbuf_4.
- Per the post-CTS timing run, clock transition at the registers of the reported paths is about 0.040 ns.

** Final layout
- Area of the multi-input gates :: about 160 sq um
- Share of post-route cells with drive strength above 1 :: approximately 18%
- Area used by sequential logic in the layout :: 80.1 sq um
- The register with the most flip-flops in the layout has 4 of them.
- Once layout is done, the placed cells without fillers occupy 447 sq um.
- Count of filler cells inserted in the layout :: about 400
- Per the run report, area growth between synthesis and finish was 82.1%.
- The largest registers in the layout are count x4.
- Register ranked first by flip-flop count :: count

** Global routing
- Largest net degree at the start of global routing :: 8
- The number of antenna violations at the first check in global routing is 0.
- Total overflow reported by the global router :: 0
- Overall routing resource usage recorded by global route was 2.36%.
- The number of global-route vias before repair is 282.
- The first global-routing pass estimated about 1200 microns of wire.

** Route
- Via density per instance :: 2.66
- Number of nets with antenna violations after routing :: 0
- Router iterations before antenna repair :: 1
- # diodes :: 0
- DR vias :: 226
- Per the detail_route report, DRC violations left total 0.
- Total wire length after detailed routing :: 764 microns
- For this sky-water flow run, the detailed-routed wirelength per cell is reported as 8.99 microns.
- Initial DRC count :: 0

** Job
- Tally of max-capacitance violations :: 0
- Number of warnings in the stage logs :: 25

** STA
- In the final run the clock tree shows a worst skew of between 0.0015 and 0.002 ns.
- Worst Tran Pin Value :: ~0.31 ns
- The worst path meets setup with 0.153 ns of slack.
- Static timing analysis puts the maximum clock frequency at 0.691 GHz.
- The final timing report lists a hold violation count of 0.
- Tightest slew margin relative to the limit :: 79.1%
- Clock period minus final worst setup slack :: 1.45 ns
- In the finished design, the share of the clock period the worst path needs comes to about nine tenths.
- Final count of negative-setup-slack endpoints :: 0
- Min Hold Slack :: about 0.56 ns
- Setup repair after global routing left no endpoint under its margin.
- The final timing report lists a max-slew violation count of 0.

** Pwr
- Cell Pwr Density :: 788 mW/mm^2
- The clock network burns 36.0% of the power.
- Leakage power total :: 0.174 nW
- Per report_power, the combinational group accounts for between 20% and 30% of the total.
- The switching portion of total power comes to between 20% and 30%.
- The internal power of the cells totals 0.261 mW.
- Net Sw Power :: 0.0911 mW
- Power share of the sequential group :: 34.8%
- In this run the VDD rail shows a maximum IR drop of approximately 130 uV.

** Worst hold path
- The tightest min-delay check is of the in -> reg type.
[metal layers]
layer | wire length (microns) | GRT usage [%]
met1 | 316 | 2.47
met2 | 375 | 3.85
met5 | 0 | 0
met3 | 72 | 1.59
met4 | 0 | 0.528
[per-stage QoR]
step                      TNS (ns)  instances  utilization (%)  power (mW)
after floorplan                  0         25                -       0.165
after detailed placement    -0.651         82             12.0       0.221
after global placement      -0.607         82             12.0       0.218
final                            0         85             13.1       0.352
after CTS                        0         85             13.0       0.361
after global routing             0         85             13.1       0.380
[area by class of cell]
cell class,instances,area share [%]
clock buffer,3,5.04
tap,46,12.9
multi-input combinational,19,36.4
sequential,4,17.9
timing repair buffer,12,26.9
inverter,1,0.840
[layout by cell type (no fill, tap or decap), types with 2 or more instances in the layout]
cell	n
sky130_fd_sc_hd__dfxtp_1	4
sky130_fd_sc_hd__nor2_1	5
sky130_fd_sc_hd__clkdlybuf4s50_1	10
sky130_fd_sc_hd__clkbuf_4	3
sky130_fd_sc_hd__mux2i_1	2
sky130_fd_sc_hd__a21oi_1	2
[synth_stat cells, drive strengths merged]
cell    number
nand4        1
ha           2
nand2        1
a2111o       1
dfxtp        4
mux2i        2
xnor2        1
fa           1
buf          1
a21oi        2
nand3        1
xor2         1
nor2         5
inv          1
o211ai       1
[repair_timing]
item,CTS,global route
gates resized,2,1
setup endpoints to repair,2,2
cloned,0,0
endpoints found under the hold margin,0,0
[kinds of logic after synthesis]
kind of cell / share of synthesized area, %
and+or+nand+nor: 13.8
adders and majority gates: 18.4
xor gates and xnor gates: 7.14
DFF: 32.7
buffers and inverters: 6.12
muxes: 8.16
AOI/OAI and AO/OA: 13.8
[power groups by stage]
stage / Combinational, mW / Sequential, mW / Clock, mW
final: 0.103 / 0.122 / 0.127
after global routing: 0.116 / 0.124 / 0.140
after CTS: 0.104 / 0.123 / 0.134
[worst min path at each step]
| stage | start | end | slack (ns) | cells past startpoint |
|---|---|---|---|---|
| after CTS | count[0]$_SDFF_PP0_ | count[0]$_SDFF_PP0_ | 0.59 | 3 |
| after global routing | out | count[3]$_SDFF_PP0_ | 0.61 | 4 |
| final | out | count[3]$_SDFF_PP0_ | 0.56 | 4 |
Power and IR drop assume default switching activity.
